==> /design/flow/config.mk <==
export PLATFORM = sky130hd
export DESIGN_NAME = complexmult
export DESIGN_NICKNAME = complexmult
export VERILOG_FILES = /design/flow/design.v
export SDC_FILE = /design/flow/constraint.sdc
export NUM_CORES = 4
export LEC_CHECK = 1
export CORE_UTILIZATION = 40
==> /design/flow/constraint.sdc <==
current_design complexmult

set clk_period 22.5
set clk_io_pct 0.2

create_clock -name clk0 -period $clk_period

set non_clock_inputs [all_inputs -no_clocks]
set_input_delay [expr $clk_period * $clk_io_pct] -clock clk0 $non_clock_inputs
set_output_delay [expr $clk_period * $clk_io_pct] -clock clk0 [all_outputs]
==> /design/flow/design.v <==
module SCM (
    clk,
    X,
    Y1,
    Y2
);
  input clk;
  input  signed  [15:00] X;
  output signed  [31:0]
    Y1,
    Y2;
  wire [31:0] Y [0:1];
  assign Y1 = Y[0];
  assign Y2 = Y[1];
  wire signed [31:00]
    w1,
    w4,
    w5,
    w320,
    w315,
    w65536,
    w65221,
    w3,
    w1280,
    w1283,
    w5132,
    w6415,
    w6415_;
  assign w1 = X;
  assign w4 = w1 << 2;
  assign w5 = w1 + w4;
  assign w320 = w5 << 6;
  assign w315 = w320 - w5;
  assign w65536 = w1 << 16;
  assign w65221 = w65536 - w315;
  assign w3 = w4 - w1;
  assign w1280 = w5 << 8;
  assign w1283 = w3 + w1280;
  assign w5132 = w1283 << 2;
  assign w6415 = w1283 + w5132;
  assign w6415_ = -1 * w6415;
  assign Y[0] = w65221[31:00];
  assign Y[1] = w6415_[31:00];
endmodule  
module complexmult (
    multiplier,
    results
);
  input  signed  [31:00] multiplier;
  output signed  [63:00] results;
  reg  [63:00] results;
  wire [31:00] ac,ad,bc,bd	;	
  SCM mcmone_1(
        .X             (multiplier[31:16]),
        .Y1            (ac),
        .Y2            (ad)
        );
  SCM mcmone_2(
        .X             (multiplier[15:00]),
        .Y1            (bc),
        .Y2            (bd)  
        );
always @(ac or bd or ad or bc) 
begin
    results[63:32] = $signed(ac - bd);
    results[31:00] = $signed(ad + bc);
end
endmodule 
==> /design/flow/run.sh <==
#!/bin/bash
# OpenROAD 26Q1-2900-gdf79404cd8, Yosys 0.63+post, stock flow scripts
make -C /OpenROAD-flow-scripts/flow DESIGN_CONFIG=/design/flow/config.mk WORK_HOME=/design/flow/orfs finish
==> results.txt <==
Quick summary of the implementation run below.

The run finished with clean final reports. The number of vias in the routed layout is 10.68k. The via density per instance came out at 5.287. The setup fix buffers added after clock tree synthesis came out at 0.

The count of input and output buffers came out at 96. The number of sequential cells in the layout is 0.

The count of unique library cells instantiated by Yosys came out at 95. At the end of the flow the core is filled with cells to 0.4550. The tally of filler cells in the layout came out at 2947. The largest fanout on the critical path is 8. Counting I/O delays and the setup requirement, the final critical path takes 18.17 ns.

The cell total in the yosys stat output came out at 1544. For this block, the initial DRC count from the detailed router was 604. Per the placement report, the placed cell count is 2020. The pre-CTS setup check shows a worst slack of 4.560 ns. The warning count from the yosys run is 2. The final timing report lists a hold violation count of 0.

The number of I/O pins is 96. The critical path is of the input pin to output pin type. The weighted congestion reported at the end of routability-driven placement came out at 0.9347.

The remaining antenna violation count after routing came out at 0. The sequential cell area in the final layout is 0 um^2. The critical path launch point type is an input pin. The total routed wirelength came out at 32220 um. The post-synthesis instance area is 0.01216 mm^2. The instance count along the most critical hold path came out at 5. The fraction of final layout cells sized beyond drive strength 1 is 0.03558. The global route stage reports its total congestion overflow as 0. The final total negative setup slack is 0 ns. The chip area is 0.03110 mm^2. The horizontal die dimension is 176.3 um. The max capacitance violation total came out at 0.

The number of detailed-route iterations in the first pass came out at 5. The timing-limited maximum frequency came out at 55.02 MHz. In the post-route analysis, the smallest setup slack over all paths is 4.326 ns. The floorplan utilization is 0.4080.

The instance tally after logic synthesis is 1544. After floorplanning, the core was divided into 63 placement rows. The pin count of the biggest net entering global routing is 12. The antenna diode instance count came out at 0. The data required time of the critical path came out at 18.00 ns. The data arrival time of the critical path is 13.67 ns.

The number of gates resized after CTS came out at 0. The worst setup path is captured at an output pin. The overall die height is 176.3 um.

The worst slew margin relative to its limit is 0.3960. Setup repair after global routing left no endpoint under its margin. Per the final report, max-transition violations number 0.

The number of setup violations in the final report came out at 0. The worst hold path class is input pin to output pin. The layout overhead on the synthesized area is 11.51%.

The final period utilization came out at 0.8077. The final cell count without fillers came out at 2020. The global-route wire length before repair is 52630 um. The via count of the first global-routing pass came out at 10.12k. The average wire per cell in the routed design came out at 15.95 um. The total core area came out at 0.02980 mm^2. The total area of multi-input combinational cells is 0.01100 mm^2. The chip area estimate from yosys synthesis is 0.01216 mm^2. The start point of the worst min-delay path is multiplier[15]. In the placement report, post-DP HPWL is listed as 29110 um.

The transition at the pin with the smallest max-transition slack is 0.8831 ns. The initial antenna violation count came out at 0. Averaged over all synthesized cells, the footprint is 7.874 um^2.

The layout has 0 clock buffers. For this run, the register share of the synthesized area comes to 0.

The total track usage is 0.2195. In this run, post-CTS hold repair placed 0 buffers. The number of remaining DRC errors is 0. The worst-case hold slack is 10.36 ns. The endpoint of the worst hold path is results[31]. Summing over the stages, the warning tally comes to 75.
final cells by class:
class                      count  area share
timing repair buffer          97     0.07143
inverter                     294     0.08140
tap                          390     0.03599
multi-input combinational   1239      0.8112
routing by layer:
metal | vias to the layer above | track usage | wire (um)
met4 | 0 | 0.02263 | 420
li1 | 5457 | - | -
met3 | 19 | 0.03469 | 1756
met1 | 4963 | 0.3225 | 15240
met5 | - | 0 | 0
met2 | 241 | 0.3558 | 14810
how the worst max path moves through the flow:
stage     cells after the start          end  slack (ns)      startpoint
6_report                     28  results[30]        4.33  multiplier[16]
5_1_grt                      28  results[30]        3.69  multiplier[16]
4_1_cts                      28  results[30]        4.47  multiplier[16]
cell usage after synthesis, types with 15 or more instances:
cell type                  instances  area share
sky130_fd_sc_hd__and2_1           16      0.0082
sky130_fd_sc_hd__ha_1            224        0.23
sky130_fd_sc_hd__nand3_1          21      0.0086
sky130_fd_sc_hd__xnor2_1         101       0.073
sky130_fd_sc_hd__a21o_1           49       0.030
sky130_fd_sc_hd__fa_1            105        0.17
sky130_fd_sc_hd__or3_1            15      0.0077
sky130_fd_sc_hd__a21oi_1         108       0.044
sky130_fd_sc_hd__a31oi_1          17      0.0087
sky130_fd_sc_hd__o21bai_1         21       0.013
sky130_fd_sc_hd__inv_1           291       0.090
sky130_fd_sc_hd__nand2b_1         19      0.0098
sky130_fd_sc_hd__nor2_1           99       0.031
sky130_fd_sc_hd__o21ai_0          59       0.024
sky130_fd_sc_hd__xor2_1           57       0.041
sky130_fd_sc_hd__nor3_1           32       0.013
sky130_fd_sc_hd__nand2_1          66       0.020
critical path: stages:
cell and delay (ns):
sky130_fd_sc_hd__clkdlybuf4s50_1 0.68, sky130_fd_sc_hd__ha_1 0.38, sky130_fd_sc_hd__fa_1 0.64, sky130_fd_sc_hd__fa_1 0.47, sky130_fd_sc_hd__ha_1 0.35, sky130_fd_sc_hd__a21o_1 0.19
sky130_fd_sc_hd__a2111oi_0 0.45, sky130_fd_sc_hd__o211ai_1 0.23, sky130_fd_sc_hd__nand2_1 0.11, sky130_fd_sc_hd__o21ai_1 0.10, sky130_fd_sc_hd__or4_1 0.44, sky130_fd_sc_hd__a31oi_1 0.51
sky130_fd_sc_hd__mux2i_1 0.28, sky130_fd_sc_hd__xnor2_1 0.16, sky130_fd_sc_hd__fa_1 0.57, sky130_fd_sc_hd__inv_1 0.08, sky130_fd_sc_hd__fa_1 0.50, sky130_fd_sc_hd__inv_1 0.04
sky130_fd_sc_hd__ha_1 0.35, sky130_fd_sc_hd__nand2_1 0.14, sky130_fd_sc_hd__a2111oi_0 0.76, sky130_fd_sc_hd__o211ai_1 0.38, sky130_fd_sc_hd__a21boi_0 0.34, sky130_fd_sc_hd__or4_1 0.18
sky130_fd_sc_hd__a31o_2 0.15, sky130_fd_sc_hd__a21oi_1 0.07, sky130_fd_sc_hd__xnor2_1 0.14, sky130_fd_sc_hd__clkdlybuf4s50_1 0.48
placed cells by master, fill, tap and decap left out, drive strengths merged, types with 21 or more instances in the layout:
cell type      instances
a21o                  50
fa                   105
xor2                  57
o21ai                 67
ha                   224
nand3                 22
o21bai                21
xnor2                106
a21oi                111
nand2                 66
inv                  294
nor2                  99
clkdlybuf4s50         96
nor3                  33
stage by stage:
stage / area [um^2]
after floorplan: 12160
final: 13560
after CTS: 13560
after detailed placement: 13560
after global routing: 13560
after global placement: 13560
logic make-up (layout without fill, tap and decap cells):
family / after synthesis / in the layout / share of synthesized area
and+or+nand+nor: 344 / 344 / 0.1438
AOI/OAI and AO/OA: 395 / 395 / 0.2266
buffers and inverters: 305 / 391 / 0.09550
muxes: 6 / 6 / 0.005557
xor gates and xnor gates: 165 / 165 / 0.1251
adders and majority gates: 329 / 329 / 0.4034
