`/design/flow/config.mk`:
```
export PLATFORM = sky130hd
export DESIGN_NAME = memory
export DESIGN_NICKNAME = memory
export VERILOG_FILES = /design/flow/design.v
export SDC_FILE = /design/flow/constraint.sdc
export NUM_CORES = 4
export LEC_CHECK = 1
export CORE_UTILIZATION = 50
```
`/design/flow/constraint.sdc`:
```
current_design memory

set clk_period 5.4
set clk_io_pct 0.2

create_clock -name clk0 -period $clk_period [get_ports {clk}]

set non_clock_inputs [all_inputs -no_clocks]
set_input_delay [expr $clk_period * $clk_io_pct] -clock clk0 $non_clock_inputs
set_output_delay [expr $clk_period * $clk_io_pct] -clock clk0 [all_outputs]
```
`/design/flow/run.sh`:
```
#!/bin/bash
# OpenROAD 26Q1-2900-gdf79404cd8, Yosys 0.63+post, stock flow scripts
make -C /OpenROAD-flow-scripts/flow DESIGN_CONFIG=/design/flow/config.mk WORK_HOME=/design/flow/orfs finish
```
`/design/flow/design.v`:
```
module memory(
       clk,
       read_add, 
       write_add, 
       read_data, 
       write_data, 
       memwrite_en);
    input clk;
    input memwrite_en;
    input  [02:00] read_add;
    input  [02:00] write_add;
    input  [31:00] write_data;
    output [31:00] read_data;
    reg    [31:0] memory[07:00];
always @(posedge clk)
begin
   if (memwrite_en == 1)
   begin
      memory[write_add] <= write_data;
   end
 end
assign  read_data =  memory[read_add];
endmodule
```
==> results.json <==
{
  "number_of_flip_flops_under_the_largest_register_name": 256,
  "finish.instance_area_mm2": 0.01165,
  "critical_path.max_fanout": 38,
  "chipArea_mm2": 0.02022,
  "fin_tns_setup_ns": 0,
  "grt_pass1_vias": 4590,
  "num_vias": 4210,
  "yosys.cell_types.count": 12,
  "post_drt_via_cell_ratio": 5.613,
  "place.gp.congestion": 0.7347,
  "ioPinCount": 72,
  "grt_start_max_net_pins": 65,
  "placement.io_buffers": 71,
  "netlist_area_mm2": 0.009826,
  "worst_pin_slew_ns": 0.6631,
  "drv_slew": 0,
  "cts.repair.resized": 0,
  "synth_cells": 383,
  "start_kind": "input port",
  "post-cts-setup-buffers": 0,
  "setup.worst_path.class": "input port to output port",
  "cts-root-to-sink-buffers": 3,
  "placementRows": 50,
  "n_antenna_cell": 0,
  "final-setup-viol-count": 0,
  "register_with_the_most_flip_flops": "memory",
  "grt_first_pass_wirelength_um": 25840,
  "synth.yosys.chip_area_mm2": 0.009826,
  "relSlewSlack_pct": 55.79,
  "fraction_of_final_layout_cells_with_drive_strength_greater_than_1_pct": 22.45,
  "timing.final.crit_period_ns": 4.291,
  "ys_sh_adder_pct": 0,
  "leakage_uw": 0.003772,
  "drt_drc_violations_left": 0,
  "globalRouteTotalUtil_pct": 19.79,
  "cts.hold.buffers_added": 0,
  "yosys_register_bits": 256,
  "report.final.hold_viol_count": 0,
  "floorplan.die.height_um": 142.2,
  "dieWidth_um": 142.2,
  "postSynthAreaPerCell_um2": 25.65,
  "lay_top_cells": "256 x edfxtp_1, 68 x clkdlybuf4s50_1, 40 x mux4_1",
  "synth_sequential_area_ratio_pct": 78.24,
  "overflow": 0,
  "critical_path_arrival_ns": 3.21,
  "drt_pre_antenna_iters": 4,
  "run_status": "completed",
  "area_of_placed_instances_mm2": 0.01088,
  "reg_top3": "memory (256)",
  "timing.critical_path.required_ns": 4.32,
  "layout_top_cell_excl_fill_tap": "edfxtp_1",
  "first_iter_violations": 190,
  "clock-root-buffer": "clkbuf_16",
  "antenna_found_initial": 0,
  "final.period_utilization_pct": 79.46,
  "core-area_mm2": 0.01896,
  "synth.cellmix.simpleShare_pct": 0.5985,
  "synth.area.mux_share_pct": 19.87,
  "rsz0062_at_grt": "false",
  "tritoncts_num_sinks": 256,
  "synth.comb.largest_family": "multiplexers",
  "final_antenna_net_count": 0,
  "cts_buffers": 26,
  "ys_cells": 383,
  "fraction_of_synthesized_cell_area_in_xor_and_xnor_cells_pct": 0,
  "clock.fmax_ghz": 0.2330,
  "cts_tree": "built",
  "clk_transition_reported_paths_ns": 0.06,
  "wire_per_inst_um": 22.23,
  "max_cap_check_violation_count": 0,
  "timing.critical_path.to_type": "output port",
  "warnings": 25,
  "ys.warnings.count": 1,
  "postRouteWirelength_um": 16670,
  "worstHoldPathType": "input port to flip-flop",
  "dp_hpwl_um": 8154,
  "post_synth_ao_oa_area_fraction_pct": 0,
  "area_growth_syn_to_layout_pct": 18.58,
  "vdd_drop_max_mv": 0.2408,
  "htreeDepth": 1,
  "power_per_cell_area_mw_per_mm2": 354.6,
  "initial_utilization_pct": 51.83
}
-- metrics by stage --
step	hold slack, ns	setup WS (ns)	cells	util [%]	total power (uW)
6_report	1.280	1.109	750	61.47	4132
5_1_grt	1.294	0.9749	750	61.47	4277
4_1_cts	1.267	1.058	750	61.47	4184
3_5_place_dp	1.808	1.071	707	57.42	2568
3_3_place_gp	1.799	1.074	707	57.42	2561
2_1_floorplan	1.179	1.473	383	-	2430
-- power by group --
part | leakage [uW] | internal, uW | switching, uW
logic | 0.00107 | 148 | 106
clock network | 0.000377 | 949 | 663
registers | 0.00233 | 2260 | 11.2
total | 0.00377 | 3350 | 780
-- cells in the mapped netlist --
cell / instances / area (um2)
buf_1: 4 / 15.01
buf_2: 6 / 30.03
buf_6: 7 / 78.83
clkbuf_1: 1 / 3.750
edfxtp_1: 256 / 7687
mux2_2: 32 / 360.4
mux4_1: 40 / 1051
mux4_2: 24 / 540.5
nand2_1: 2 / 7.510
nand2b_1: 3 / 18.77
nor2_1: 6 / 22.52
nor3_1: 2 / 10.01
-- worst paths after layout --
kind,start,to,slack [ns],cells after the start
max,read_add[0],read_data[8],1.11,5
min,write_data[29],memory[6][29],1.28,1
-- layout make-up --
class / count / area, um2
well taps: 260 / 325.3
clock inverters: 10 / 68.82
flip-flops and latches: 256 / 7687
multi-input cells: 109 / 2066
clock buffers: 33 / 698.2
fillers: 1286 / 7305
repair buffers: 82 / 805.8
-- kinds of logic (layout without fill, tap and decap cells) --
group / after synthesis / after routing
simple gates: 13 / 13
flops: 256 / 256
mux: 96 / 96
buf+inv: 18 / 125
-- critical path, stage by stage --
cell and delay [ns]:
buf_4 0.42, buf_12 0.35, mux4_1 0.60, mux2_2 0.27
clkdlybuf4s50_1 0.44
-- per-layer routing --
layer  GRT usage [%]  vias to the layer above  routed length (um)
met3           9.733                       31                1643
met5               0                        -                   0
li1                -                     1870                   -
met2           29.72                      210                8292
met4           3.735                        0                 351
met1           30.54                     2099                6382
No activity file was given, so power comes from the tool's default toggle rates.
